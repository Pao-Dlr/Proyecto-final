==> flow/design.v <==
`timescale 1ns/1ns
module PC (
    input clk,
    input [31:0] PCin,
    output reg [31:0] PCout
);
initial begin
    PCout = 32'd0;
end
always @(posedge clk)
    begin
        PCout = (PCin) ? PCin : 32'd0;
    end
endmodule
==> flow/run.sh <==
#!/bin/bash
# OpenROAD 26Q1-2900-gdf79404cd8, Yosys 0.63+post, stock flow scripts
make -C /OpenROAD-flow-scripts/flow DESIGN_CONFIG=/design/flow/config.mk WORK_HOME=/design/flow/orfs finish
==> flow/config.mk <==
export PLATFORM = sky130hd
export DESIGN_NAME = PC
export DESIGN_NICKNAME = PC
export VERILOG_FILES = /design/flow/design.v
export SDC_FILE = /design/flow/constraint.sdc
export NUM_CORES = 4
export LEC_CHECK = 1
export CORE_AREA = 10 10 86 86
export DIE_AREA = 0 0 96 96
==> flow/constraint.sdc <==
current_design PC

set clk_period 1.0
set clk_io_pct 0.2

create_clock -name clk0 -period $clk_period [get_ports {clk}]

set non_clock_inputs [all_inputs -no_clocks]
set_input_delay [expr $clk_period * $clk_io_pct] -clock clk0 $non_clock_inputs
set_output_delay [expr $clk_period * $clk_io_pct] -clock clk0 [all_outputs]
==> impl_metrics.csv <==
group,metric,value,unit
clock_network,cts_tree,"done",
sta,worst_slack,0.0495,ns
sta,max_freq,1050,MHz
power_and_ir_drop,peakVddDrop,0.000497,V
worst_setup_path,critPathLaunchType,"register",
global_route,globalRouteTotalUtil,4.01,%
finish,largest_reg_flops,32,
power_and_ir_drop,p_total,2400,uW
place,io_buffers,64,
worst_setup_path,worstPathArrival,0.75,ns
drt,vias_per_cell,2.82,
logic_synthesis,ys_cells,64,
worst_setup_path,crit_chain,"clkdlybuf4s15_1",
sta,slew_headroom,96.0,%
sta,period_used_share,95.1,%
global_route,grt_max_degree,9,
finish,comb_cells,0,
logic_synthesis,ys_seq_share,84.2,%
clock_network,cts_hold_repair.buffers,0,
drt,wl_per_cell,11.6,um
logic_synthesis,area_leaders,"dfxtp_1 84%, clkbuf_1 16%",
drt,drt-initial-drc-count,1,
clock_network,cts_sinks,32,
clock_network,clockBufferDepth,2,
worst_setup_path,slowest_stage,"dfxtp_1",
outcome,run_status,"finished clean",
sta,hold_viol_final,0,
logic_synthesis,yosysUniqueCellTypes,2,
drt,drc,0,
job,warnings,25,
global_route,antenna_found_initial,0,
die,die_area,9220,um2
clock_network,numCtsBuffers,5,
sta,setup-violations-final,0,
sta,tightest_slew,0.0603,ns
global_route,grt_pass1_wl,2750,um
die,rows,27,
logic_synthesis,ys.warnings.count,1,
worst_setup_path,path_buffers,1,
logic_synthesis,synth.cell_area,761,um2
worst_setup_path,critPathCaptureType,"primary output",
sta,setup-tns-final,0,ns
sta,rsz0062_at_grt,"no",
logic_synthesis,synth.top_cell.area_share,84.2,%
sta,period_minus_slack,0.951,ns
logic_synthesis,ys_seq_elements,32,
clock_network,clk_transition_reported_paths,0.06,ns
power_and_ir_drop,power_density,1700,nW/um2
clock_network,cts_max_level,2,
finish,logic_area,0,um2
worst_setup_path,critPathTopFamily,"flip-flops",
worst_hold_path,min_path_type,"input pin to register",
drt,first_pass_iters,2,
place,routabilityCongestion,0.694,
power_and_ir_drop,p_leak,0.000574,uW
worst_setup_path,cp_max_fo,1,
logic_synthesis,yosysChipArea,761,um2
worst_setup_path,required,0.80,ns
logic_synthesis,synth_cells,64,
die,fp_util,13.7,%
clock_network,root_buffer,"clkbuf_8",
drt,wirelength,2010,um
die,io_pins,65,
sta,drv_slew,0,
worst_setup_path,slowest_delay,0.31,ns
place,dpl_worst_slack,0.000159,ns
finish,design_area,1410,um2
job,cap_violations,0,
logic_synthesis,syn_area_per_cell,11.9,um2
worst_setup_path,setup.worst_path.class,"register to primary output",
finish,drive_above_1_share,16.8,%
die,core,5540,um2
finish,nFillCells,594,
global_route,overflow,0,
drt,n_antenna_cell,0,
die,dieHeight,96,um
place,placed_area,1370,um2
die,die_w,96,um
drt,ant_nets,0,
global_route,grt_pass1_vias,477,
finish,area_growth_syn_to_layout,85.5,%
drt,vias,488,
logic_synthesis,largest_area_cell,"dfxtp_1",
-- cells by family after synthesis --
family                 count (synthesis)  share of synthesized area (%)
buffers and inverters                 32                           15.8
flip-flops                            32                           84.2
-- path summary, 6_finish.rpt --
check | depth (start not counted) | endpoint | start | slack (ns)
max | 1 | PCout[7] | PCout[7] | 0.05
min | 1 | PCout[2] | PCin[2] | 0.36
-- layout by cell type (no fill, tap or decap), drive strengths merged --
| cell | count |
|---|---|
| dfxtp | 32 |
| buf | 1 |
| clkbuf | 11 |
| clkdlybuf4s15 | 25 |
| clkdlybuf4s50 | 32 |
-- power breakdown --
group	internal, uW	switching, uW	leakage, uW
Clock	447	397	0.0000359
Sequential	1350	14.8	0.000270
Combinational	175	23.6	0.000268
-- cells in the mapped netlist --
cell type	count
dfxtp_1	32
clkbuf_1	32
-- metrics by stage --
| step | cells | util, % | hold slack [ns] |
|---|---|---|---|
| 2_1_floorplan | 64 | - | 0.290 |
| 3_3_place_gp | 168 | 24.8 | 0.649 |
| 3_5_place_dp | 168 | 24.8 | 0.652 |
| 4_1_cts | 173 | 25.9 | 0.353 |
| 5_1_grt | 173 | 25.5 | 0.341 |
| 6_report | 173 | 25.5 | 0.362 |
-- final cells by class --
class / count / area [um2] / share of cell area, %
repair buffers: 64 / 606 / 42.9
flip-flops and latches: 32 / 647 / 45.8
well taps: 72 / 90.1 / 6.38
clock buffers: 5 / 68.8 / 4.88
-- metal layers --
metal	up-vias	global-route usage (%)	wire length [um]
li1	234	-	-
met1	215	3.94	697
met2	34	7.01	1010
met3	5	2.20	229
met4	0	1.35	71
met5	-	0	0
-- what timing repair did --
| action | CTS | global route |
|---|---|---|
| resized | 67 | 10 |
| buffers inserted | 0 | 0 |
| setup endpoints to repair | 32 | 8 |
| pin swaps | 0 | 0 |
Power figures rest on the tool's default switching activity, not on a simulated workload.
