**flow/run.sh**
```bash
#!/bin/bash
# OpenROAD 26Q1-2900-gdf79404cd8, Yosys 0.63+post, stock flow scripts
make -C /OpenROAD-flow-scripts/flow DESIGN_CONFIG=/design/flow/config.mk WORK_HOME=/design/flow/orfs finish
```
**flow/config.mk**
```make
export PLATFORM = sky130hd
export DESIGN_NAME = mux2_1
export DESIGN_NICKNAME = mux2_1
export VERILOG_FILES = /design/flow/design.v
export SDC_FILE = /design/flow/constraint.sdc
export NUM_CORES = 4
export LEC_CHECK = 1
export CORE_AREA = 10 10 71 71
export DIE_AREA = 0 0 81 81
```
**flow/constraint.sdc**
```tcl
current_design mux2_1

set clk_period 1.0
set clk_io_pct 0.2

create_clock -name clk0 -period $clk_period

set non_clock_inputs [all_inputs -no_clocks]
set_input_delay [expr $clk_period * $clk_io_pct] -clock clk0 $non_clock_inputs
set_output_delay [expr $clk_period * $clk_io_pct] -clock clk0 [all_outputs]
```
**flow/design.v**
```verilog
`timescale 1ns/1ns
module mux2_1(
	input sel,
	input [31:0] A,
	input [31:0] B,
	output reg [31:0] S
);
always @* begin
	if(sel) begin
	S = B;
	end
	else begin
	S = A;
	end
end
endmodule
module mux2_1_5b(
	input sel,
	input [4:0] A,
	input [4:0] B,
	output reg [4:0] S
);
always @* begin
	if(sel) begin
	S = B;
	end
	else begin
	S = A;
	end
end
endmodule
```
==> flow_summary.yaml <==
# synthesis and place-and-route metrics
run_status:
  result_of_the_run: "finished, violations left"
  violations: "setup timing"
sta:
  hold_slack_ns: 0.691
  postLayoutSetupSlackWorst_ns: -0.179
  finalCritPeriodShare_pct: 118
  clock.fmax_mhz: 848
  final-max-slew-violation-count: 0
  worst_pin_slew_ns: 0.0870
  final.setup.tns_ns: -3.30
  finalWorstPathRequiredPeriod_ns: 1.18
  maxSlewHeadroom_pct: 94.2
  grt_setup_unrepaired: "yes"
  hold_violations: 0
  setup_violation_total_in_the_final_timing_report: 32
die:
  design.portCount: 97
  initCoreUtil_pct: 15.0
  die.size.y_um: 81
  fp.coreArea_um2: 3630
  die_area_um2: 6560
  width_of_the_chip_um: 81
  placement_rows: 22
logic_synthesis:
  yosys.area.top_type: "sky130_fd_sc_hd__mux2_4"
  synth_chip_area_um2: 544
  number_of_warning_messages_in_the_yosys_log: 1
  synth_top_area_share_pct: 82.8
  synth_adder_area_share_pct: 0
  synth.logic.top_family: "multiplexers"
  syn_area_per_cell_um2: 15.1
  synth-seq-area-share_pct: 0
  post_synth_main_area_contributors: "sky130_fd_sc_hd__mux2_4, sky130_fd_sc_hd__buf_12, sky130_fd_sc_hd__mux2_2"
  yosysCellCount: 36
  synth_compound_gate_area_share_pct: 0
  post_synth_and_or_nand_nor_area_fraction_pct: 0
  yosys.area_share.xor_xnor_pct: 0
  synth.cell_area_um2: 544
  netlist_cell_types: 4
  post_synth_mux_area_share_pct: 86.9
  postSynthCellCount: 36
route:
  routed-via-count: 715
  drt-total-wl_um: 2880
  vias_per_cell: 3.82
  drt.antenna.violating_nets: 0
  antenna_cells_inserted: 0
  drc: 0
  drt_pre_antenna_iters: 2
  routed_wirelength_normalized_by_instance_count_um: 15.4
  first_iter_violations: 2
place:
  dpl.hpwl_um: 2500
  postPlaceCellArea_um2: 1540
  tally_of_buffers_added_on_design_ports: 97
  gp_routability_congestion: 0.832
worst_setup_path:
  timing.critical_path.arrival_ns: 0.98
  timing.critical_path.from_type: "primary input"
  peak_fanout_along_the_critical_path: 6
  required_ns: 0.80
  path_class: "primary input to primary output"
  endpoint_kind: "primary output"
pwr:
  seqPwrFrac_pct: 0
  max-vdd-ir-drop_v: 0.000169
  share_clk_of_total_power_pct: 0
  combPwrFrac_pct: 100.0
  p_int_uw: 487
  cellLeakagePower_nw: 0.872
  fin_total_pwr_uw: 624
  sw_frac_of_total_pct: 22.0
  p_sw_uw: 137
  pwrdens_nw_per_um2: 392
final_layout:
  flop-count: 0
  post-route-cell-area_um2: 1590
  clkbuf_count: 0
  ff_latch_area_um2: 0
  areaGrowthSynthToFinish_pct: 192
  layout_cells_sized_above_1_pct: 54.0
  layout_top_cells_excl_fill_tap: "sky130_fd_sc_hd__dlygate4sd2_1, sky130_fd_sc_hd__mux2_4, sky130_fd_sc_hd__buf_6"
  layout.filler_cells: 357
  final_util_pct: 43.8
  layout.cells.most_common: "sky130_fd_sc_hd__dlygate4sd2_1"
global_routing:
  grt_first_pass_wirelength_um: 4140
  globalRouteTotalUtil_pct: 7.79
  gr-total-overflow: 0
  grt_pass1_vias: 764
  number_of_antenna_violations_at_the_first_check_in_global_routing: 0
  maximum_number_of_pins_on_one_net_before_global_route_repair: 11
cts:
  cts_hold_buf: 0
job:
  max_cap_violations: 0
  warning_count: 34
min_path:
  worstHoldPathType: "primary input to primary output"
## path summary, 6_finish.rpt
path	startpoint	to	slack, ns	depth (start not counted)
hold / removal	B[29]	S[29]	0.69	3
setup / recovery	sel	S[4]	-0.18	5
## power groups by stage
stage / Clock [mW] / Sequential [mW] / Combinational [mW]
final: 0 / 0 / 0.624
after global routing: 0 / 0 / 0.666
after CTS: 0 / 0 / 0.614
## synth_stat cells (all sizes together)
cell	count
buf	4
mux2	32
## metal layers
metal / part of all wire, % / GRT usage [%] / routed length, µm
met3: 12 / 2.78 / 350
met4: 0 / 0 / 0
met2: 50 / 14.3 / 1450
met1: 37 / 9.03 / 1080
met5: 0 / 0 / 0
## critical path: stages
cell and delay (ns):
sky130_fd_sc_hd__buf_12 0.12, sky130_fd_sc_hd__buf_12 0.13, sky130_fd_sc_hd__buf_12 0.12, sky130_fd_sc_hd__mux2_4 0.29, sky130_fd_sc_hd__buf_6 0.11
## final cells by class
type,count,area (µm²),area share (%)
Tap cell,48,60.1,3.78
Timing Repair Buffer,107,1050,66.2
Multi-Input combinational cell,32,477,30.0
## metrics by stage
step	worst slack [ns]	cells
finish	-0.179	187
global route	-0.196	187
detailed placement	-0.512	179
floorplan	0.0669	36
global placement	-0.504	179
CTS	-0.181	186
## cells by family after synthesis
family	count (synthesis)
buffers and inverters	4
muxes	32
## timing repair
item / 4_1_cts / 5_1_grt
endpoints found under the hold margin: 0 / 0
gates cloned: 2 / 0
gates resized: 171 / 10
setup endpoints to repair: 32 / 32
buffers inserted: 5 / 1
Power figures rest on the tool's default switching activity, not on a simulated workload.
