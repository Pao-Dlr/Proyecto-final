==> /design/flow/design.v <==
`timescale 1ns/1ns
module AND(
	input [31:0] A,
	input [31:0] B,
	output [31:0] S
);
assign S = A & B;
endmodule
module and1(
	input A,
	input B,
	output S
);
assign S = A & B;
endmodule
module OR(
	input [31:0] A,
	input [31:0] B,
	output [31:0] S
);
assign S = A | B;
endmodule
module add(
	input [31:0] A,
	input [31:0] B,
	output [31:0] S
);
assign S = A + B;
endmodule
module subs(
	input [31:0] A,
	input [31:0] B,
	output [31:0] S
);
assign S = A - B;
endmodule
module setLessThan(
	input [31:0] A,
	input [31:0] B,
	output [31:0] S
);
assign S = A < B;
endmodule
module ALU(
	input[31:0] op1,
	input[31:0] op2,
	input[2:0] sel,
	output reg [31:0] SALU,
	output reg ZF
);
wire[31:0] C1, C2, C3, C4, C5, C6, C7;
AND I1(.A(op1),.B(op2),.S(C1));
OR I2(.A(op1),.B(op2),.S(C2));
add I3(.A(op1),.B(op2),.S(C3));
subs I4(.A(op1),.B(op2),.S(C4));
setLessThan I5(.A(op1),.B(op2),.S(C5));
always @(*) begin
	case(sel)
		3'b000 : SALU = C1;
		3'b001 : SALU = C2;
		3'b010 : SALU = C3;
		3'b011 : SALU = C4;
		3'b100 : SALU = C5;
		3'b101 : SALU = 32'd1;
	default: 
		SALU = 32'd0;
	endcase
end
always@(*) begin
	if(SALU == 0) begin
		ZF = 1'b1;
	end
end
always@(*) begin
	if(SALU != 0) begin
		ZF = 1'b0;
	end
end
endmodule
==> /design/flow/run.sh <==
#!/bin/bash
# OpenROAD 26Q1-2900-gdf79404cd8, Yosys 0.63+post, stock flow scripts
make -C /OpenROAD-flow-scripts/flow DESIGN_CONFIG=/design/flow/config.mk WORK_HOME=/design/flow/orfs finish
==> /design/flow/config.mk <==
export PLATFORM = sky130hd
export DESIGN_NAME = ALU
export DESIGN_NICKNAME = ALU
export VERILOG_FILES = /design/flow/design.v
export SDC_FILE = /design/flow/constraint.sdc
export NUM_CORES = 4
export LEC_CHECK = 1
export CORE_UTILIZATION = 50
==> /design/flow/constraint.sdc <==
current_design ALU

set clk_period 14.7
set clk_io_pct 0.2

create_clock -name clk0 -period $clk_period

set non_clock_inputs [all_inputs -no_clocks]
set_input_delay [expr $clk_period * $clk_io_pct] -clock clk0 $non_clock_inputs
set_output_delay [expr $clk_period * $clk_io_pct] -clock clk0 [all_outputs]
==> qor.yml <==
synthesis:
  seq_area_frac_synth: 0
  yosys-top-cells-count: "sky130_fd_sc_hd__ha_1 (99), sky130_fd_sc_hd__inv_1 (93), sky130_fd_sc_hd__a21oi_1 (80)"
  synth_area_sq_um: 4990
  ys_chip_area_sq_um: 4990
  ys_warn_count: 2
  synth-cells-yosys: 748
  synth_dominant_cell_count: "sky130_fd_sc_hd__ha_1"
  top_cell_area_share: 0.248
  top_cells_by_area: "sky130_fd_sc_hd__ha_1 (25%), sky130_fd_sc_hd__a21oi_1 (8.0%), sky130_fd_sc_hd__inv_1 (7.0%), sky130_fd_sc_hd__nor2_1 (5.4%), sky130_fd_sc_hd__o21ai_0 (4.8%)"
  top_area_cell: "sky130_fd_sc_hd__ha_1"
  count_of_mapped_cells_out_of_synthesis: 748
  post_synth_num_cell_types: 76
  synth_area_per_cell_sq_um: 6.67
final_timing:
  timing.setup.tns_ns: 0
  hold_ws_ns: 6.98
  drv_slew: 0
  slew_headroom: 0.481
  fmax_ghz: 0.103
  finalCritPeriodShare: 0.659
  tightest_slew_ns: 0.778
  post-route-min-period_ns: 9.68
  finalHoldViolations: 0
  setup_viol: 0
  rsz_0062_raised_after_global_routing: "no"
hold_path:
  min_path_type: "in2out"
  whs_path_depth: 4
  worst_case_hold_path_end_point: "SALU[1]"
  min_from: "sel[0]"
job:
  warnings: 100
  max_cap_violations: 0
global_routing:
  use_met2: 0.467
  number_of_antenna_violations_at_the_first_check_in_global_routing: 0
  grt_first_pass_wirelength_mm: 24.2
  globalRoute.totalOverflow: 0
  busiest_layer: "met2"
  grt_start_max_net_pins: 50
  gr-usage-met3: 0.00834
  grt_pass1_vias: 4927
  globalRouteTotalUtil: 0.292
  grt_use_met1: 0.453
drt:
  drt-vias-per-instance: 5.90
  remaining_drc_errors: 0
  detail_route.first_pass.iterations: 5
  vias: 5566
  insertedDiodeCount: 0
  routedWlPerCell_um: 15.8
  totalWireLength_mm: 15.0
  detail_route.iter0.violations: 348
  ant_nets: 0
layout:
  flow.area_growth_from_synthesis_pct: 20.2
  final_cells: 944
  fin_util: 0.616
  sequential_cell_area_sq_um: 0
  share_of_cells_above_drive_strength_1: 0.0407
  final.clkbuf_count: 0
  nFlopsAndLatches: 0
  final_area_sq_um: 6000
  n_fill_cell: 898
floorplanning:
  floorplan.rows: 36
  floorplan.core_util: 0.513
  chipHeight_um: 102
  die_area_sq_um: 10400
  floorplan.io_pins: 100
  core_area_sq_um: 9730
  die.size.x_um: 102
placement:
  place_congestion: 0.975
  place_hpwl_mm: 11.8
  io_buffer_count: 99
  place_area_sq_um: 6000
  placed_cells_incl_taps: 944
pwr:
  power.leakage_nw: 2.71
  worst_ir_drop_vdd_uv: 18.1
  power_density_nw_per_um2: 37.9
outcome:
  outcome: "finished clean"
cts:
  cts_resized: 0
  hold_buffer_count_at_cts: 0
  postCtsSetupBuffers: 0
worst_setup_path:
  cpMaxStageDelayCell: "sky130_fd_sc_hd__clkdlybuf4s50_1"
  endpoint_kind: "primary output"
  worstPathRequired_ns: 11.76
  cp_data_arrival_time_ns: 6.74
  worstPathBufferInverterCount: 3
  timing.critical_path.fanout_max: 7
  kind_of_cell_with_the_highest_combined_delay_on_the_critical_path: "AND-OR/OR-AND gates"
  timing.critical_path.cells: "clkdlybuf4s50_1 > inv_1 > ha_1 > nor2_1 > a211oi_1 > o21ai_0 > o22ai_1 > o221ai_1 > a221oi_1 > o21ai_0 > xnor2_1 > o21ai_0 > clkdlybuf4s50_1"
  worst_path_most_repeated_cell: "sky130_fd_sc_hd__o21ai_0"
  start_kind: "input pin"
  delay_of_the_slowest_cell_on_the_worst_path_ns: 0.51
  worstSetupPathType: "in2out"
[layout make-up]
| cell class | count | area, sq um | share of cell area |
|---|---|---|---|
| Inverter | 96 | 360 | 0.0601 |
| Multi-Input combinational cell | 611 | 4450 | 0.741 |
| Tap cell | 133 | 166 | 0.0277 |
| Timing Repair Buffer | 104 | 1020 | 0.171 |
[cell families after synthesis]
| family | synth area share |
|---|---|
| AND-OR/OR-AND | 0.382 |
| XOR/XNOR | 0.0474 |
| adder cells (fa/ha/maj) | 0.256 |
| buffers and inverters | 0.109 |
| multiplexers | 0.0145 |
| other | 0.000751 |
| AND/OR/NAND/NOR | 0.190 |
[layer usage]
metal  part of all wire  routed length (um)
met4             0.0080                 120
met1               0.50                7440
met5                  0                   0
met2               0.43                6440
met3              0.064                 961
[through the flow]
stage                     power [W]  setup WS, ns
final                      0.000227          5.02
after global routing       0.000250          4.79
after CTS                  0.000224          5.07
after detailed placement   0.000223          5.09
after global placement     0.000222          5.18
after floorplan            0.000147          6.59
[report_power, final]
part | internal [W] | switching [W]
combinational | 0.000102 | 0.000125
clock | 0 | 0
sequential | 0 | 0
total | 0.000102 | 0.000125
[layout by cell type (no fill, tap or decap), drive strengths merged, types with 11 or more instances in the layout]
cell type / netlist / routed
ha: 99 / 99
a21oi: 80 / 80
clkdlybuf4s50: 0 / 98
nand3: 19 / 19
nor2b: 11 / 11
nor2: 73 / 73
a21o: 16 / 16
inv: 96 / 96
o21bai: 20 / 20
o22ai: 12 / 12
a211oi: 31 / 31
nor3: 11 / 11
o21ai: 55 / 55
xnor2: 25 / 25
nand2: 36 / 36
nor4: 12 / 12
[worst max path at each step]
stage	end	slack, ns	from	depth (start not counted)
CTS	SALU[26]	5.07	op1[4]	13
global route	SALU[26]	4.79	op1[4]	13
finish	SALU[26]	5.02	op1[4]	13
No activity file was given, so power comes from the tool's default toggle rates.
